File: ./config.mk
export PLATFORM = sky130hd
export DESIGN_NAME = hft
export DESIGN_NICKNAME = hft
export VERILOG_FILES = /design/flow/design.v
export SDC_FILE = /design/flow/constraint.sdc
export NUM_CORES = 4
export LEC_CHECK = 1
export CORE_UTILIZATION = 50
File: ./constraint.sdc
current_design hft

set clk_period 42.4
set clk_io_pct 0.2

create_clock -name clk0 -period $clk_period [get_ports {s_aclk}]

set non_clock_inputs [all_inputs -no_clocks]
set_input_delay [expr $clk_period * $clk_io_pct] -clock clk0 $non_clock_inputs
set_output_delay [expr $clk_period * $clk_io_pct] -clock clk0 [all_outputs]
File: ./design.v
module hft #(
    parameter N_SHORT = 12,
    parameter N_LONG  = 26,
    parameter N_RSI = 14
)(
    input  wire        s_aclk,
    input  wire        s_aresetn,
    input  wire        s_axis_tvalid,
    input  wire        m_axis_tready,
    input  wire        s_axis_tlast,
    input  wire [31:0] s_axis_tdata,
    output reg [31:0]  numerator_out,
    output reg [31:0]  denominator_out,
    output reg s_axis_divisor_tvalid,
    output reg s_axis_dividend_tvalid,
    output reg m_axis_dout_tready,
    input wire [31:0] m_axis_dout_tdata,
    input wire m_axis_dout_tvalid,
    input wire m_axis_divisor_tready,
    input wire m_axis_dividend_tready,
    output reg         s_axis_tready,
    output reg         m_axis_tvalid,
    output reg         m_axis_tlast,
    output reg [31:0]  m_axis_macd_tdata,
    output reg [31:0]  m_axis_rsi_tdata
);
    reg [31:0] samples_short [0:N_SHORT-1];
    reg [31:0] samples_long  [0:N_LONG-1];
    reg [$clog2(N_SHORT)-1:0] wr_ptr_short;
    reg [$clog2(N_LONG)-1:0]  wr_ptr_long;
    reg [31:0]  prev_price;
    reg [31:0]  gains [0:N_RSI-1];
    reg [31:0]  losses[0:N_RSI-1];
    reg [$clog2(N_RSI)-1:0] wr_ptr;
    reg [31:0]  delta;
    reg [31:0]  avg_gain, avg_loss;
    reg [31:0]  numerator, denominator;
    reg [31+$clog2(N_SHORT):0] sum_short;
    reg [31+$clog2(N_LONG):0]  sum_long;
    reg [31+$clog2(N_RSI):0]  gain_sum;
    reg [31+$clog2(N_RSI):0]  loss_sum;
    reg [31:0] inData;
    reg isLast;
    integer i;
    localparam  IDLE       = 0,
                READ       = 1,
                RSI_DELTA  = 2,
                RSI_UPDATE = 3,
                RSI_AVG    = 4,
                RSI_RATIO  = 5,
                RSI_OUTPUT = 6,
                COMPUTE    = 7,
                DIVISOR_WAIT = 8,
                DIVIDEND_WAIT = 9,
                DIVIDER    = 10,
                WRITE      = 11;
    reg [3:0] state;
    always @(posedge s_aclk) begin
        if (!s_aresetn) begin
            wr_ptr_short <= 0;
            wr_ptr_long  <= 0;
            sum_short    <= 0;
            sum_long     <= 0;
            s_axis_tready <= 0;
            m_axis_macd_tdata <= 0;
            m_axis_rsi_tdata <= 0;
            m_axis_tvalid <= 0;
            m_axis_tlast  <= 0;
            wr_ptr <= 0;
            gain_sum <= 0;
            loss_sum <= 0;
            prev_price <= 0;
            numerator_out <= 0;
            denominator_out <= 0;
            s_axis_divisor_tvalid <= 0;
            s_axis_dividend_tvalid <= 0;
            m_axis_dout_tready <= 0;
            state <= IDLE;
            for (i = 0; i < N_SHORT; i = i+1) samples_short[i] <= 0;
            for (i = 0; i < N_LONG;  i = i+1) samples_long[i]  <= 0;
            for (i = 0; i < N_RSI; i = i+1) begin
                gains[i] <= 0;
                losses[i] <= 0;
            end
        end else begin
            case (state)
                IDLE: begin
                    m_axis_tvalid <= 0;
                    if (s_axis_tvalid) begin
                        s_axis_tready <= 1;
                        inData <= s_axis_tdata;
                        isLast <= s_axis_tlast;
                        state  <= READ;
                    end
                end
                READ: begin
                    s_axis_tready <= 0;
                    sum_short <= sum_short - samples_short[wr_ptr_short] + inData;
                    sum_long  <= sum_long  - samples_long[wr_ptr_long]  + inData;
                    samples_short[wr_ptr_short] <= inData;
                    samples_long[wr_ptr_long]   <= inData;
                    wr_ptr_short <= (wr_ptr_short == N_SHORT-1) ? 0 : wr_ptr_short + 1;
                    wr_ptr_long  <= (wr_ptr_long  == N_LONG-1)  ? 0 : wr_ptr_long  + 1;
                    state <= RSI_DELTA;
                end
                RSI_DELTA: begin
                    if (prev_price != 0) begin
                        if (inData > prev_price)
                            delta <= inData - prev_price;
                        else
                            delta <= prev_price - inData;
                    end
                    state <= RSI_UPDATE;
                end
                RSI_UPDATE: begin
                    if (prev_price != 0) begin
                        if (inData > prev_price) begin
                            gain_sum <= gain_sum - gains[wr_ptr] + delta;
                            loss_sum <= loss_sum - losses[wr_ptr];
                            gains[wr_ptr] <= delta;
                            losses[wr_ptr] <= 0;
                        end else begin
                            gain_sum <= gain_sum - gains[wr_ptr];
                            loss_sum <= loss_sum - losses[wr_ptr] + delta;
                            gains[wr_ptr] <= 0;
                            losses[wr_ptr] <= delta;
                        end
                    end
                    wr_ptr <= (wr_ptr == N_RSI-1) ? 0 : wr_ptr + 1;
                    state <= RSI_AVG;
                end
                RSI_AVG: begin
                    avg_gain <= (gain_sum * 73) / 1024;
                    avg_loss <= (loss_sum * 73) / 1024;
                    prev_price <= inData;
                    state <= RSI_RATIO;
                end
                RSI_RATIO: begin
                if (avg_loss == 0) begin
                    numerator  <= 100;
                    denominator <= 1;
                end else begin
                    numerator  <= 100 * avg_gain;
                    denominator <= avg_loss + avg_gain;
                end
                state <= RSI_OUTPUT;
                end
                RSI_OUTPUT: begin
                m_axis_macd_tdata <= (sum_short * 85 / 1024) - (sum_long * 39 / 1024);
                numerator_out   <= numerator;
                denominator_out <= denominator;
                state <= COMPUTE;
                end
                COMPUTE: begin
                    s_axis_divisor_tvalid <= 1;
                    s_axis_dividend_tvalid <= 1;
                    if (m_axis_divisor_tready && m_axis_dividend_tready)
                        state <= DIVIDER;
                    else if(m_axis_dividend_tready)
                        state <= DIVISOR_WAIT;
                    else if(m_axis_divisor_tready)
                        state <= DIVIDEND_WAIT;
                end
                DIVISOR_WAIT: begin
                    s_axis_dividend_tvalid <= 0;
                    if(m_axis_divisor_tready) begin
                        state <= DIVIDER;
                        end
                end
                DIVIDEND_WAIT: begin
                    s_axis_divisor_tvalid <= 0;
                    if(m_axis_dividend_tready) begin
                        state <= DIVIDER;
                        end
                end
                DIVIDER: begin
                    s_axis_divisor_tvalid <= 0;
                    s_axis_dividend_tvalid <= 0;
                    if (m_axis_dout_tvalid) begin
                        m_axis_dout_tready <= 1;
                        m_axis_rsi_tdata <= m_axis_dout_tdata;
                        m_axis_tlast <= isLast;
                        state <= WRITE;
                    end
                end
                WRITE: begin
                    m_axis_dout_tready <= 0;
                    m_axis_tvalid <= 1;
                    if (m_axis_tready)
                        state <= IDLE;
                end
            endcase
        end
    end
endmodule
File: ./run.sh
#!/bin/bash
# OpenROAD 26Q1-2900-gdf79404cd8, Yosys 0.63+post, stock flow scripts
make -C /OpenROAD-flow-scripts/flow DESIGN_CONFIG=/design/flow/config.mk WORK_HOME=/design/flow/orfs finish
==> results.sh <==
# yosys + openroad results
export IMPL_hold_violations=0
export IMPL_drive_above_1_share_pct=14.3
export IMPL_fin_skew_ns=0.0901
export IMPL_placed_cell_area_um2=167000
export IMPL_grt_antenna_before_repair=16
export IMPL_firstDrtPassIters=8
export IMPL_cp_num_cells=8
export IMPL_r2r_cells=27
export IMPL_routed_via_density=5.96
export IMPL_cp_required_ns=42.99
export IMPL_vias=100000
export IMPL_ctsHoldBuffers=0
export IMPL_crit_type="primary input to flip-flop"
export IMPL_startpoint="s_aresetn"
export IMPL_cts_tree="built"
export IMPL_critPathLaunchType="primary input"
export IMPL_maxCapViolCount=0
export IMPL_core_area_um2=318000
export IMPL_chipArea_um2=322000
export IMPL_routabilityCongestion=0.931
export IMPL_finalClockPeriodUsage_pct=27.2
export IMPL_post_cts_buffers=0
export IMPL_tns_ns=0
export IMPL_post_drt_wl_per_cell_um=27.1
export IMPL_flop_cell="edfxtp_1"
export IMPL_boundaryPins=206
export IMPL_edf_count=2734
export IMPL_ys_cells=12400
export IMPL_cp_arrival_ns=12.11
export IMPL_worst_path_most_repeated_cell="buf_4"
export IMPL_worst_slew_pin_slew_ns=1.24
export IMPL_synthArstFlopShare_pct=0
export IMPL_end_kind="flip-flop"
export IMPL_drtIter0Drc=6350
export IMPL_synth_cells=12400
export IMPL_p_leak_nw=66.9
export IMPL_ys_seq_share_pct=55.5
export IMPL_reg2reg_to="loss_sum[35]"
export IMPL_io_buffers=198
export IMPL_setup_violations=0
export IMPL_yosys_stat_area_um2=160000
export IMPL_place_hpwl_um=302000
export IMPL_path_clk_slew_ns=0.06
export IMPL_crit_buf_inv=6
export IMPL_fillCellCount=24700
export IMPL_root_buffer="clkbuf_16"
export IMPL_gr_total_overflow=0
export IMPL_yosys_warnings=1
export IMPL_wirelength_um=457000
export IMPL_ant_nets=0
export IMPL_critical_path_top_delay_family="buffers and inverters"
export IMPL_grt_pass1_wl_um=680000
export IMPL_place_inst=16200
export IMPL_num_rows=207
export IMPL_grt_total_usage_pct=31.5
export IMPL_status="completed"
export IMPL_cp_slowest_cell="nand2_4"
export IMPL_die_width_um=568
export IMPL_insertion_delay_ns=0.98
export IMPL_warnings=88
export IMPL_whs_ns=0.438
export IMPL_synth_avg_cell_area_um2=12.9
export IMPL_cts_sinks=3072
export IMPL_initCoreUtil_pct=50.3
export IMPL_grt_pass1_vias=106000
export IMPL_max_freq_ghz=0.0868
export IMPL_ys_types=94
export IMPL_vdd_ir_drop_max_uv=34.3
export IMPL_cts_buffers=341
export IMPL_finalMaxSlewViolations=0
export IMPL_grt_max_degree=118
export IMPL_cts_resized=0
export IMPL_htreeDepth=5
export IMPL_fin_crit_ns=11.53
export IMPL_die_h_um=568
export IMPL_crit_path_end="losses[7][28]"
export IMPL_reg2reg_slack_ns=33.19
export IMPL_slowest_delay_ns=0.61
export IMPL_fin_area_um2=178000
export IMPL_crit_chain="buf_8, buf_4, inv_8, buf_4, or3_2, buf_4, nand2_4, buf_4"
export IMPL_layout_top_cell="edfxtp_1"
export IMPL_drcViolationCount=0
export IMPL_relSlewSlack_pct=17.3
export IMPL_cts_buffer_depth=4
export IMPL_final_cell_mix="edfxtp_1 (2734), nor2_1 (1348), inv_1 (1053)"
export IMPL_area_growth_pct=11.2
export IMPL_syn_area_um2=160000
export IMPL_fin_util_pct=55.9
export IMPL_rsz0062_at_grt="no"
export IMPL_ys_seq_elements=3072
export IMPL_hold_path_class="flip-flop to flip-flop"
export IMPL_fin_cells=16800
export IMPL_p_per_area_nw_per_um2=42.3
export IMPL_cp_max_fo=107
[power by group]
part           internal, mW  switching (mW)
registers              3.37          0.0440
logic                 0.487           0.733
clock network          1.68            1.22
total                  5.54            2.00
[Yosys cell counts (62+ instances only)]
library cell | count | share of area, %
nand3_1 | 86 | 0.27
nand2b_1 | 66 | 0.26
inv_1 | 1055 | 2.5
o21ai_0 | 245 | 0.77
nand2_1 | 440 | 1.0
a21o_1 | 205 | 0.96
ha_1 | 741 | 5.8
buf_1 | 129 | 0.30
nor2b_1 | 62 | 0.24
nor2_1 | 1357 | 3.2
xnor2_1 | 242 | 1.3
nor3_1 | 940 | 2.9
edfxtp_1 | 2734 | 51
xor2_1 | 129 | 0.71
a211oi_1 | 79 | 0.37
and3_1 | 201 | 0.79
dfxtp_1 | 338 | 4.2
and2_1 | 227 | 0.89
mux4_2 | 800 | 11
fa_1 | 274 | 3.4
mux2i_1 | 151 | 0.94
a21oi_1 | 452 | 1.4
clkbuf_1 | 696 | 1.6
[cell families after synthesis]
kind of cell             share of synthesized area, %
flip-flops                                       55.5
AND/OR/NAND/NOR                                  10.5
buffers and inverters                            4.62
AND-OR/OR-AND                                    5.68
multiplexers                                     12.5
XOR/XNOR                                         2.03
other                                         0.00234
adder cells (fa/ha/maj)                          9.22
[worst reg2reg max path, cell delays in order, from the launching register on]
cell,delay [ns]
dfxtp_4,0.79
buf_4,0.74
buf_12,0.57
buf_4,0.80
mux4_2,0.43
mux4_2,0.53
inv_1,0.37
ha_1,0.30
and4_1,0.25
and2_1,0.19
nand2_1,0.09
nor4_1,0.39
a2111oi_0,0.19
a21oi_1,0.45
a31oi_1,0.21
xnor2_1,0.32
ha_1,0.37
a21o_1,0.19
a21oi_1,0.22
o311a_1,0.20
a311oi_1,0.12
o21ai_0,0.21
nand2b_1,0.11
and2_1,0.16
o211a_1,0.25
a31o_2,0.25
a21oi_1,0.19
mux2i_1,0.20
[through the flow]
step | power, mW | worst slack (ns)
3_3_place_gp | 4.68 | 29.98
3_5_place_dp | 4.69 | 29.97
5_1_grt | 7.85 | 30.64
6_report | 7.54 | 30.87
4_1_cts | 7.59 | 30.99
2_1_floorplan | 4.34 | 29.96
[worst min-delay path by stage]
stage     slack, ns                    end  depth (start not counted)      from
6_report       0.44  s_axis_divisor_tvalid                          1  state[7]
5_1_grt        0.45  s_axis_divisor_tvalid                          1  state[7]
4_1_cts        0.44  s_axis_divisor_tvalid                          1  state[7]
[routing by layer]
layer	GRT usage (%)	vias to the layer above	part of all wire [%]
met5	2.25	-	0.28
met4	7.45	34	3.1
met3	23.0	707	17
met2	43.4	5026	44
met1	42.3	49200	36
li1	-	45400	-
[flip-flops by register name, indices dropped and copies added, names as in the netlist, 26 cells and up, named ones only]
signal             cells
avg_gain              26
avg_loss              26
delta                 32
denominator           27
denominator_out       27
gain_sum              36
gains                512
inData                32
loss_sum              36
losses               512
m_axis_macd_tdata     28
m_axis_rsi_tdata      32
numerator             30
numerator_out         30
prev_price            32
samples_long        1024
samples_short        512
sum_long              37
sum_short             36
[cell type report]
class	instances	area (um^2)	share of cell area [%]
Sequential cell	3072	88900	49.9
Multi-Input combinational cell	7378	64500	36.2
Clock buffer	445	9310	5.23
Tap cell	4180	5230	2.94
Timing Repair Buffer	484	4280	2.41
Inverter	1087	4090	2.30
Clock inverter	182	1650	0.927
Antenna cell	21	52.6	0.0295
Power is estimated from default activity; no workload was simulated.
